### /design/flow/design.v
module four_bit_counter(
    clock, 
    reset,  
    enable,  
    counter_out  
);
input clock;
input reset;
input enable;
output [3:0] counter_out;
wire clock;
wire reset;
wire enable;
reg [3:0] counter_out;
always @ (posedge clock)
begin: COUNTER
    if (reset == 1'b1) begin
        counter_out <= #1 4'b0000;
    end
    if (enable == 1'b1) begin
        counter_out <= #1 counter_out + 1;
    end
end
endmodule
### /design/flow/run.sh
#!/bin/bash
# OpenROAD 26Q1-2900-gdf79404cd8, Yosys 0.63+post, stock flow scripts
make -C /OpenROAD-flow-scripts/flow DESIGN_CONFIG=/design/flow/config.mk WORK_HOME=/design/flow/orfs finish
### /design/flow/config.mk
export PLATFORM = sky130hd
export DESIGN_NAME = four_bit_counter
export DESIGN_NICKNAME = four_bit_counter
export VERILOG_FILES = /design/flow/design.v
export SDC_FILE = /design/flow/constraint.sdc
export NUM_CORES = 4
export LEC_CHECK = 1
export CORE_AREA = 10 10 70 70
export DIE_AREA = 0 0 80 80
### /design/flow/constraint.sdc
current_design four_bit_counter

set clk_period 1.3
set clk_io_pct 0.2

create_clock -name clk0 -period $clk_period [get_ports {clock}]

set non_clock_inputs [all_inputs -no_clocks]
set_input_delay [expr $clk_period * $clk_io_pct] -clock clk0 $non_clock_inputs
set_output_delay [expr $clk_period * $clk_io_pct] -clock clk0 [all_outputs]
==> ci_impl_report.md <==
### Yosys + OpenROAD results

| Metric | Value |
|---|---|
| Outcome | completed |
| Final setup violation count | 0 |
| Core footprint | 3416 sq um |
| Crit path buffers/inverters | 1 |
| Vias in the first global route | around 200 |
| Initial antenna violation count | 0 |
| Worst r2r src | counter_out[1]$_SDFFCE_PN0P_ |
| Synth top cell by count | edfxtp_1 |
| Critical path fanouts, max | 2 |
| Die Y | about 80 um |
| Yosys cell count | 14 |
| Detailed-route DRC error count | 0 |
| Crit path DRT | roughly 1.3 ns |
| Final core utilization | 0.1044 |
| Tool Warnings | 25 |
| Maximum achievable frequency | roughly 800 MHz |
| Hold crit path type | reg -> reg |
| DIE WIDTH | 80 um |
| Worst slew pin tran | 0.1176 ns |
| Fin crit share | 0.9489 |
| Largest registers | counter_out (4) |
| WL/cell | 6.616 um |
| Clock latency (worst-skew pair) | between 0.2 and 0.25 ns |
| Startpoint types | flop |
| Clock Path Buffers | 2 |
| Syn Area/Cell | ~14 sq um |
| Global-route wire length before repair | around 800 um |
| Antenna Cells | 0 |
| Hold bufs inserted after CTS | 0 |
| Synth Instances | 14 |
| Total grt overflow | 0 |
| Synth Flop Type | edfxtp_1 |
| Pre-CTS setup slack | about 0.0092 ns |
| Flip-flops with a built-in enable | 4 |
| Flops after synth | 4 |
| Synth unique cells | 10 |
| Hold slack | ~0.6 ns |
| Detailed-route via count | ~150 |
| RR Endpoint | counter_out[2]$_SDFFCE_PN0P_ |
| Worst Reg2Reg Path Length in Cells | 4 |
| Final min period | 1.234 ns |
| Endpoint class of the critical path | flop |
| Slew headroom | 0.9193 |
| CP top delay family | flip-flops |
| Cell area leaders | edfxtp_1 63%, and2_1 6.5%, ha_1 6.5%, mux2i_1 5.2%, xor2_1 4.6% |
| Chip area line of the yosys report | approximately 190 sq um |
| Clock Tree Root | clkbuf_4 |
| Layout cells sized above 1 | 0.2963 |
| Max reg flops | 4 |
| Synth Warn # | 1 |
| Crit. Startpoint | counter_out[1]$_SDFFCE_PN0P_ |
| Max Cap Viol | 0 |
| Hold Path Depth | 1 |
| DP Wirelength | about 370 um |
| Hold path startpoint | counter_out[0]$_SDFFCE_PN0P_ |
| Endpoints failing hold | 0 |
| DRT Pass-1 Iters | 2 |
| CTS tree | built |
| Crit-path cells | buf_4 -> ha_1 -> xor2_1 -> and2_1 |
| Ports | 7 |
| Effective utilization at floorplan | 0.05604 |
| Filler instances | approximately 410 |
| PortBufs | 6 |
| RSZ-0062 raised after global routing | no |
| Worst setup margin | around 0.066 ns |
| Largest net degree at the start of global routing | 6 |
| Seq share, synth | 0.6275 |
| Worst vdd ir | approximately 0.35 mV |
| Clock Pin Slew Worst Setup and Hold Paths | about 0.040 ns |
| Post-Syn Area | 191.4 sq um |
| Area leader, netlist | edfxtp_1 |
| Synth cell count leaders | 4 x edfxtp_1, 2 x and2_1 |
| Worst Hold End | counter_out[0]$_SDFFCE_PN0P_ |
| GPL Wtd Cong | roughly 0.73 |
| Synthesis-to-layout area growth | 86.27% |
| Leakage Power | ~0.15 nW |
| Largest Register | counter_out |
| Area share, top type | 0.6275 |
| Slowest stage delay, CP | approximately 0.37 ns |
| Async SR Flop Fraction | 0 |
| Via/cell ratio | around 2.0 |
| Htree depth | 1 |
| Site row count | 21 |
| PD cells | between 1000 and 1500 nW/um^2 |
| Setup CP Type | reg -> reg |
| GRT Util Overall | 0.01674 |
| Setup TNS | 0 ns |
| Chip area | ~6400 sq um |
| Cts bufs inserted | 3 |
| ANT nets after route | 0 |
| Post-Layout Cell Count | between 70 and 80 |
| Clk_skew | about 0.0043 ns |
| WP data arrival | 1.22 ns |
| DRC violation total after the first TritonRoute iteration | 7 |
| Flop2flop setup slack | between 0.06 and 0.07 ns |
| Final wirelength | about 480 um |
| Inst Count DP | around 67 |
| Final count of pins violating max slew | 0 |
| CTS Sinks | 4 |
| Slowest stage cell, crit path | edfxtp_1 |
-- worst max-delay path by stage --
stage	endpoint	slack [ns]	cells past startpoint
after CTS	counter_out[2]$_SDFFCE_PN0P_	0.03	4
after global routing	counter_out[2]$_SDFFCE_PN0P_	0.01	4
final	counter_out[2]$_SDFFCE_PN0P_	0.07	4
-- placed cells by master (no fill, tap or decap) --
cell type | synthesis | layout
xor2_1 | 1 | 1
edfxtp_1 | 4 | 4
nor2b_1 | 1 | 1
nand2b_1 | 1 | 1
mux2i_1 | 1 | 1
nand2_1 | 1 | 1
nand3_1 | 1 | 1
and2_1 | 2 | 2
or2_2 | 1 | 1
ha_1 | 1 | 1
clkbuf_4 | 0 | 3
buf_4 | 0 | 4
dlygate4sd2_1 | 0 | 4
clkdlybuf4s50_1 | 0 | 2
-- cell families after synthesis --
group | count (synthesis) | synth area share
adders and majority gates | 1 | 0.06535
DFF | 4 | 0.6275
xor gates and xnor gates | 1 | 0.04576
muxes | 1 | 0.05229
and+or+nand+nor | 7 | 0.2092
-- stage by stage --
stage | power (mW) | instance area [sq um]
after global routing | 0.4252 | 356.6
after floorplan | 0.1906 | 191.4
final | 0.3961 | 356.6
after detailed placement | 0.2392 | 316.6
after CTS | 0.4105 | 364.1
after global placement | 0.2351 | 316.6
-- layer usage --
layer  share of wire  up-vias  global-route usage
met5               0        -                   0
met4               0        0            0.005282
met3            0.10        0             0.01250
met2            0.37        6             0.02167
met1            0.53       64             0.02086
li1                -       76                   -
-- final cells by class --
cell class	count	area, sq um	area share
Clock buffer	3	22.52	0.06316
Multi-Input combinational cell	10	71.32	0.2000
Sequential cell	4	120.1	0.3368
Tap cell	46	57.56	0.1614
Timing Repair Buffer	10	85.08	0.2386
-- what timing repair did --
action | in CTS | in global routing
setup buffers | 4 | 0
endpoints found under the setup margin | 4 | 1
pin swaps | 0 | 0
gates resized | 4 | 0
-- where the power goes --
group          switching [mW]  internal (mW)
Sequential            0.00886          0.161
Combinational          0.0233         0.0470
Clock                  0.0522          0.103
No activity file was given, so power comes from the tool's default toggle rates.
