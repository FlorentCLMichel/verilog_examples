[design.v]
module alu(a,b,s,y);
    input[3:0] a;
    input[3:0] b;
    input[2:0] s;
    output[7:0] y;
    reg[7:0] y;
    always@(a,b,s)
    begin
        case(s)
       	    3'b000:y=a+b;
       	    3'b001:y=a-b;
       	    3'b010:y=a&b;
       	    3'b011:y=a|b;
       	    3'b100:y=4'b1111^a;
       	    3'b101:y=(4'b1111^a)+1'b1;
       	    3'b110:y=a*b;
       	    3'b111:
       	    begin 
       	   	    y=a;
       	   	    y=y>>1'b1;
       	    end
        endcase
    end
endmodule
[run.sh]
#!/bin/bash
# OpenROAD 26Q1-2900-gdf79404cd8, Yosys 0.63+post, stock flow scripts
make -C /OpenROAD-flow-scripts/flow DESIGN_CONFIG=/design/flow/config.mk WORK_HOME=/design/flow/orfs finish
[config.mk]
export PLATFORM = sky130hd
export DESIGN_NAME = alu
export DESIGN_NICKNAME = alu
export VERILOG_FILES = /design/flow/design.v
export SDC_FILE = /design/flow/constraint.sdc
export NUM_CORES = 4
export LEC_CHECK = 1
export CORE_AREA = 10 10 102 102
export DIE_AREA = 0 0 112 112
[constraint.sdc]
current_design alu

set clk_period 3.8
set clk_io_pct 0.2

create_clock -name clk0 -period $clk_period

set non_clock_inputs [all_inputs -no_clocks]
set_input_delay [expr $clk_period * $clk_io_pct] -clock clk0 $non_clock_inputs
set_output_delay [expr $clk_period * $clk_io_pct] -clock clk0 [all_outputs]
==> out/results.txt <==
HP Start - a[2]
Buffers & Inverters on Critical Path - 4
largest net degree at the start of global routing - 13
Slew Limit Fails - 0
fin area - 0.00182 mm²
RSZ-0062 raised after global routing - yes
period utilization - 103%
yosys adder share - 38.1%
xor/xnor share of the synthesized area - 3.86%
FMAX - 255 MHz
fin worst setup slack - -118 ps
CP Capture Type - output port
first-pass GRT wire length - 5950 µm
CP delay by family, top - adder cells
Post-DP Area - 0.00168 mm²
FP Util - 13.8%
Post-route DRC - 0
# setup viols final - 4
Seq/Total Area, Yosys - 0%
Die X - 112 µm
most numerous cell in the Yosys netlist - ha_1
total track usage - 5.46%
slowest CP cell - fa_1
clock buffer count - 0
Die Ht - 112 µm
Via Count - 1251
dominant cell type by area after synthesis - ha_1
Pwr Density - 133 mW/mm²
tool warnings - 42
yosys stat chip area - 0.00113 mm²
worst stage delay on the critical path - 540 ps
Slew HR - 80.8%
Logic area - 0.00117 mm²
setup_tns - -271 ps
Avg Cell Area, Syn - 7.52 µm²
Inserted Diodes - 0
Cell Rows - 33
yosys cell count - 151
flop count - 0
Port Buffers - 19
global route overflow - 0
status - complete, but fails checks
WS Path Type - in2out
I/O pin total - 19
mux share of post-synthesis cell area - 0.882%
per-cell routed wire length - 11.9 µm
Area Growth Syn to Fin - 60.2%
Top logic family - adder cells
via density per instance - 4.12
Worst VDD drop - 0.0317 mV
Pleak - 0.000817 µW
peak fanout along the critical path - 2
Mapped Cells - 151
core outline area - 0.00822 mm²
top-area cell type share of the netlist area - 27.6%
post-DP HPWL - 3040 µm
global placement routability congestion - 0.912
die area - 0.0125 mm²
WL final - 3620 µm
vias in the first global route - 1219
Tightest Hold Check Type - in2out
Reg area - 0 µm²
DR pass1 iterations - 4
Simple-Gate Fraction of Synth Area - 20.6%
critical path arrival - 3160 ps
CP cell instances - buf_8, nand2_4, fa_1, inv_2, fa_1, inv_2, fa_2, a21oi_2, a221oi_2, o32ai_2, buf_2
slew of the pin with the lowest slew margin - 287 ps
top cells by area - ha_1, fa_1, inv_1
Cell Type Count - 40
total of max-cap violations - 0
initial antenna violation count - 0
Yosys Warn Count - 1
CP Launch Point - b[1]
commonest cells in the netlist - ha_1, inv_1, nor2_1, o21ai_0, nand2_1
Post-Synth AOI/OAI Area - 26.5%
minimum clock period - 3920 ps
Req. time, crit path - 3040 ps
first-iteration detailed-routing DRC count - 28
Setup crit start kind - primary input
DRT antenna net count - 0
total power - 242 µW
synthesized area - 0.00113 mm²
fillers - 879
fraction of final layout cells sized beyond drive strength 1 - 41.2%
failing checks - negative setup slack
Fin. Hold Viols - 0
[per-layer routing]
layer	wire [µm]	track usage, %	vias to the layer above
li1	-	-	631
met1	1880	8.29	583
met2	1550	8.24	35
met3	175	0.869	2
met4	20	0.254	0
met5	0	0	-
[power breakdown]
group / switching, µW / leakage [µW] / total, µW / internal [µW]
logic: 115 / 0.000817 / 242 / 127
clock network: 0 / 0 / 0 / 0
registers: 0 / 0 / 0 / 0
[metrics by stage]
stage / utilization [%] / setup slack, ps / hold slack [ps] / cells
5_1_grt: 22.1 / -236 / 2210 / 304
3_5_place_dp: 20.4 / -1150 / 2830 / 302
6_report: 22.1 / -118 / 2170 / 304
4_1_cts: 21.7 / -138 / 2180 / 304
3_3_place_gp: 20.4 / -1150 / 2840 / 302
2_1_floorplan: - / 24.9 / 1670 / 151
[timing repair]
action | CTS | global route
endpoints found under the setup margin | 7 | 6
setup buffers | 3 | 1
resized | 78 | 12
pin swaps | 20 | 5
hold buffers | 0 | 0
[cell families (layout without fill, tap and decap cells)]
| kind of cell | count (synthesis) | after routing |
|---|---|---|
| simple gates | 46 | 46 |
| buf+inv | 27 | 75 |
| mux | 1 | 1 |
| compound gates | 41 | 41 |
| fa+ha+maj | 31 | 31 |
| xor+xnor | 5 | 5 |
[final timing paths]
path | to | depth (start not counted)
setup / recovery | y[3] | 11
hold / removal | y[4] | 6
[cell usage in the layout, fill, tap and decap left out, drive strengths merged]
cell type      synthesis  routed
o21ai                 11      11
inv                   21      21
mux2i                  1       1
a22oi                  3       3
o2bb2ai                1       1
dlymetal6s2s           0       1
a21o                   1       1
nand3b                 1       1
a21oi                  6       6
a2111oi                1       1
a221o                  1       1
buf                    5      46
o31ai                  2       2
a2bb2oi                1       1
nor3b                  3       3
a221oi                 2       2
nor3                   7       7
nand2b                 4       4
dlygate4sd2            0       2
xnor2                  1       1
a32oi                  1       1
a31oi                  2       2
nor2                  15      15
clkdlybuf4s50          0       5
o21bai                 1       1
nand4                  1       1
nand3                  4       4
ha                    25      25
o32ai                  1       1
xor2                   4       4
nand2                  7       7
fa                     6       6
o22ai                  1       1
o221ai                 1       1
nor2b                  3       3
a211oi                 2       2
or2                    1       1
o21a                   3       3
[final cells by class]
class,count,area share (%)
multi-input cells,124,64.3
repair buffers,54,24.2
well taps,105,7.23
inverters,21,4.34
No activity file was given, so power comes from the tool's default toggle rates.
